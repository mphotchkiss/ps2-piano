## design/flow/config.mk

```make
export PLATFORM = sky130hd
export DESIGN_NAME = compL2
export DESIGN_NICKNAME = compL2
export VERILOG_FILES = /design/flow/design.v
export SDC_FILE = /design/flow/constraint.sdc
export NUM_CORES = 4
export LEC_CHECK = 1
export CORE_AREA = 10 10 70 70
export DIE_AREA = 0 0 80 80
```

## design/flow/constraint.sdc

```tcl
current_design compL2

set clk_period 3.8
set clk_io_pct 0.2

create_clock -name clk0 -period $clk_period

set non_clock_inputs [all_inputs -no_clocks]
set_input_delay [expr $clk_period * $clk_io_pct] -clock clk0 $non_clock_inputs
set_output_delay [expr $clk_period * $clk_io_pct] -clock clk0 [all_outputs]
```

## design/flow/design.v

```verilog
module compL2 #(parameter N = 18)(input logic [N-1:0] val, input logic [N-1:0] count, output logic y);
	always_comb
		y = (count<(val/2));
endmodule
```

## design/flow/run.sh

```bash
#!/bin/bash
# OpenROAD 26Q1-2900-gdf79404cd8, Yosys 0.63+post, stock flow scripts
make -C /OpenROAD-flow-scripts/flow DESIGN_CONFIG=/design/flow/config.mk WORK_HOME=/design/flow/orfs finish
```

==> impl_metrics.env <==
# source this file to load flow results
export IMPL_mostFrequentLayoutCell="clkdlybuf4s50_1"
export IMPL_grt_remaining_overflow=0
export IMPL_yosysUniqueCellTypes=19
export IMPL_flops=0
export IMPL_ir_worst_vdd_v=0.0000278
export IMPL_top_area_cell="ha_1"
export IMPL_gp_congestion=0.819
export IMPL_grt_pass1_vias=471
export IMPL_cts_resized=0
export IMPL_rsz0062_at_grt="no"
export IMPL_io_buffer_count=36
export IMPL_drive_gt1_share_pct=2.17
export IMPL_antenna_found_initial=0
export IMPL_fmax_mhz=278
export IMPL_wl_um=1360
export IMPL_grt_max_degree=5
export IMPL_syn_area_um2=427
export IMPL_postCtsHoldBufs=0
export IMPL_dr_pass1_iters=4
export IMPL_crit_top_cell="clkdlybuf4s50_1"
export IMPL_power_density_mw_per_mm2=87.5
export IMPL_mi_logic_area_um2=367
export IMPL_nFillCells=371
export IMPL_via_count=500
export IMPL_vias_per_cell=3.62
export IMPL_end_kind="primary output"
export IMPL_crit_fanout=2
export IMPL_track_usage_pct=3.79
export IMPL_fp_dieH_um=80
export IMPL_ys_warn_count=1
export IMPL_max_slew_margin_pct=83.2
export IMPL_final_cell_mix="clkdlybuf4s50_1, inv_1, ha_1"
export IMPL_startpoint_type="primary input"
export IMPL_outcome="completed"
export IMPL_fin_util_pct=24.7
export IMPL_postSynthSeqShare_pct=0
export IMPL_grt_pass1_wl_um=2050
export IMPL_ios=37
export IMPL_topCellsByArea="ha_1, inv_1, a21o_1"
export IMPL_path_delay_family="buffers and inverters"
export IMPL_min_delay_start="count[17]"
export IMPL_drt_iter0_markers=11
export IMPL_ys_area_um2=427
export IMPL_drc=0
export IMPL_crit_start="val[8]"
export IMPL_arrival_ns=2.84
export IMPL_slew_violations=0
export IMPL_wl_per_cell_um=9.82
export IMPL_hold_class="in2out"
export IMPL_path_class="in2out"
export IMPL_dp_cells=138
export IMPL_syn_inst=56
export IMPL_crit_buf_inv=3
export IMPL_nClkBuffers=0
export IMPL_cts_setup_buffers=0
export IMPL_cp_required_ns=3.04
export IMPL_rows=21
export IMPL_tightest_slew_ns=0.252
export IMPL_chipArea_mm2=0.00640
export IMPL_fp_dieW_um=80
export IMPL_hpwlAfterDp_um=1320
export IMPL_floorplan_core_util_pct=12.5
export IMPL_cp_slowest_cell="clkdlybuf4s50_1"
export IMPL_top_area_share_pct=46.9
export IMPL_drtAntennaViolNets=0
export IMPL_area_growth_pct=97.9
export IMPL_min_period_ns=3.60
export IMPL_p_leak_nw=0.426
export IMPL_cp_cell_sequence="clkdlybuf4s50_1 -> inv_1 -> ha_1 -> a211oi_1 -> nor2_1 -> a311o_1 -> a31oi_1 -> clkdlybuf4s50_1"
export IMPL_finalCritPeriodShare_pct=94.8
export IMPL_syn_avg_cell_area_um2=7.62
export IMPL_core_area_mm2=0.00342
export IMPL_seq_area_um2=0
export IMPL_cap_violations=0
export IMPL_tool_warnings=33
export IMPL_tns_ns=0
export IMPL_slowest_delay_ns=0.49
export IMPL_stdcell_count=138
export IMPL_hold_viol=0
export IMPL_setup_violations=0
export IMPL_yosys_cells=56
export IMPL_diodes=0
area by class of cell:
| class | instances | share of cell area [%] |
|---|---|---|
| inverter | 16 | 7.11 |
| timing repair buffer | 36 | 42.7 |
| tap | 46 | 6.81 |
| multi-input combinational | 40 | 43.4 |
power breakdown:
group	internal (W)	total (W)	switching, W
clock network	0	0	0
registers	0	0	0
logic	0.0000506	0.0000739	0.0000233
total	0.0000506	0.0000739	0.0000233
final timing paths:
check	end	cells after the start
worst max-delay path	y	8
worst min-delay path	y	6
stage by stage:
step                worst slack [ns]  area [um2]   power, W  hold slack, ns
floorplan                       1.27         427  0.0000293            1.73
global placement               0.172         845  0.0000736            2.69
detailed placement             0.171         845  0.0000748            2.70
CTS                            0.158         845  0.0000756            2.70
global route                   0.114         845  0.0000839            2.74
finish                         0.197         845  0.0000739            2.68
layer usage:
layer | track usage, % | vias to the layer above | routed length (um) | part of all wire (%)
li1 | - | 269 | - | -
met1 | 4.81 | 212 | 601 | 44
met2 | 6.18 | 19 | 608 | 45
met3 | 1.59 | 0 | 145 | 11
met4 | 0 | 0 | 0 | 0
met5 | 0 | - | 0 | 0
worst min-delay path: stages:
cell             delay (ns)
clkdlybuf4s50_1        0.47
or2_2                  0.11
a221oi_1               0.04
o211ai_1               0.08
a31oi_1                0.04
clkdlybuf4s50_1        0.41
synthesized netlist by cell type (all sizes together):
cell type  instances
a311o              1
o21ai              1
ha                16
nand3              1
or2                1
a211oi             1
nand2              2
and4b              1
o211ai             2
o21a               1
nand2b             1
inv               16
a21oi              2
nor2               2
a31oi              1
and4               2
a221oi             1
and3               1
a21o               3
logic make-up after synthesis:
kind of cell,Yosys count,share of synthesized area [%]
adders and majority gates,16,46.9
buffers and inverters,16,14.1
AOI/OAI and AO/OA,13,21.7
and+or+nand+nor,11,17.3
Power figures rest on the tool's default switching activity, not on a simulated workload.
